$ cat flow/design.v
`timescale 1 ps / 1 ps
module fft_adapter #(
		parameter FFT_IN_WIDTH  = 16,
		parameter FFT_OUT_WIDTH = 24,
		parameter SIZE_WIDTH    = 11
	) (
		output wire        asi_in0_ready,           
		input  wire        asi_in0_valid,           
		input  wire        asi_in0_startofpacket,   
		input  wire        asi_in0_endofpacket,     
		input  wire [1:0]  asi_in0_error,           
		input  wire [1:0]  asi_in0_empty,           
		input  wire [(2*FFT_IN_WIDTH)-1:0] asi_in0_data,            
		input  wire        clk,                     
		input  wire        reset,                   
		output wire [63:0] aso_out0_data,           
		input  wire        aso_out0_ready,          
		output wire        aso_out0_valid,          
		output wire        aso_out0_startofpacket,  
		output wire        aso_out0_endofpacket,    
		output wire [1:0]  aso_out0_error,          
		output wire [2:0]  aso_out0_empty,          
		input  wire [2*FFT_OUT_WIDTH +SIZE_WIDTH -1:0] asi_fromfft_data,            
		output wire        asi_fromfft_ready,           
		input  wire        asi_fromfft_valid,           
		input  wire        asi_fromfft_startofpacket,   
		input  wire        asi_fromfft_endofpacket,     
		input  wire [1:0]  asi_fromfft_error,           
		output wire [(2*FFT_IN_WIDTH) + SIZE_WIDTH :0] aso_tofft_data,           
		input  wire        aso_tofft_ready,          
		output wire        aso_tofft_valid,          
		output wire        aso_tofft_startofpacket,  
		output wire        aso_tofft_endofpacket,   
		output wire  [1:0]      aso_tofft_error,          
		input  wire [1:0]  avs_s0_address,          
		input  wire        avs_s0_read,             
		output wire [31:0] avs_s0_readdata,         
		input  wire        avs_s0_write,            
		input  wire [31:0] avs_s0_writedata         
	);
	wire [31:0] source_real;
	wire [31:0] source_imag;
	reg [SIZE_WIDTH-1:0] size_register;
	reg direction_register;
	always @ (posedge clk or posedge reset)
	begin
	if (reset)
	  size_register <= 128;
	else
	  if ((avs_s0_address ==0) && avs_s0_write)
	    size_register <= avs_s0_writedata[SIZE_WIDTH-1:0];
	end
	always @ (posedge clk or posedge reset)
	begin
	if (reset)
	  direction_register <= 0;
	else
	  if ((avs_s0_address ==1) && avs_s0_write)
	    direction_register <= avs_s0_writedata[0];
	end
	assign avs_s0_readdata = avs_s0_address[0]?{{31{1'b0}},direction_register}: {{31-SIZE_WIDTH{1'b0}}, size_register} ;
	assign source_real = {{32-FFT_OUT_WIDTH{asi_fromfft_data[SIZE_WIDTH +2*FFT_OUT_WIDTH -1]}},asi_fromfft_data[SIZE_WIDTH +2*FFT_OUT_WIDTH -1:SIZE_WIDTH +FFT_OUT_WIDTH]};
	assign source_imag = {{32-FFT_OUT_WIDTH{asi_fromfft_data[SIZE_WIDTH +FFT_OUT_WIDTH -1]}},asi_fromfft_data[SIZE_WIDTH +FFT_OUT_WIDTH -1:SIZE_WIDTH]};
	assign aso_out0_data = {source_real[7:0],source_real[15:8],source_real[23:16],source_real[31:24],
				source_imag[7:0],source_imag[15:8],source_imag[23:16],source_imag[31:24]};   
	assign aso_out0_empty = 3'b000;
	assign aso_out0_valid = asi_fromfft_valid;
	assign aso_out0_startofpacket = asi_fromfft_startofpacket;
	assign aso_out0_endofpacket = asi_fromfft_endofpacket;
	assign aso_out0_error = asi_fromfft_error;
	assign asi_fromfft_ready = aso_out0_ready;
	assign asi_in0_ready = aso_tofft_ready;
	assign aso_tofft_valid = asi_in0_valid;
assign aso_tofft_data = {asi_in0_data[23:16], asi_in0_data[31:24], asi_in0_data[7:0], asi_in0_data[15:8], size_register, direction_register};
	assign aso_tofft_startofpacket = asi_in0_startofpacket;
	assign aso_tofft_endofpacket = asi_in0_endofpacket;
	assign aso_tofft_error = asi_in0_error;
endmodule
$ cat flow/run.sh
#!/bin/bash
# OpenROAD 26Q1-2900-gdf79404cd8, Yosys 0.63+post, stock flow scripts
make -C /OpenROAD-flow-scripts/flow DESIGN_CONFIG=/design/flow/config.mk WORK_HOME=/design/flow/orfs finish
$ cat flow/constraint.sdc
current_design fft_adapter

set clk_period 1.2
set clk_io_pct 0.2

create_clock -name clk0 -period $clk_period [get_ports {clk}]

set non_clock_inputs [all_inputs -no_clocks]
set_input_delay [expr $clk_period * $clk_io_pct] -clock clk0 $non_clock_inputs
set_output_delay [expr $clk_period * $clk_io_pct] -clock clk0 [all_outputs]
$ cat flow/config.mk
export PLATFORM = sky130hd
export DESIGN_NAME = fft_adapter
export DESIGN_NICKNAME = fft_adapter
export VERILOG_FILES = /design/flow/design.v
export SDC_FILE = /design/flow/constraint.sdc
export NUM_CORES = 4
export LEC_CHECK = 1
export CORE_AREA = 10 10 122 122
export DIE_AREA = 0 0 132 132
==> flow_metrics.tcl <==
# yosys + openroad results
set metrics [dict create \
    wl_mm 3.99 \
    detail_route.vias_per_cell 2.58 \
    cp-start-kind "register" \
    timing.hold.worst.class "in2async" \
    p_per_area_nw_per_um2 1180 \
    worst_path_max_delay_cell "sky130_fd_sc_hd__dfrtp_1" \
    buffer_ports.inserted 38 \
    cts-htree-levels 1 \
    wp_data_required_ns 0.96 \
    openroad.warnings 62 \
    dr.first_iter.drc_count 4 \
    postSynth.asyncResetShare_pct 100 \
    die_area_um2 17400 \
    flip_flops_with_a_built_in_enable 0 \
    netlist_area_um2 1550 \
    rr_startpoint "size_register[0]" \
    grt_first_pass_wirelength_mm 5.66 \
    grtUsageMet3_pct 3.60 \
    floorplan.io_pins 298 \
    cp_max_fanout 2 \
    timing.critical_path.cells "mux2_2 -> buf_2" \
    grt_util_met1_pct 4.09 \
    cts_hold_buf 0 \
    place.gp.congestion 0.659 \
    yosys-top-cells-count "133 x sky130_fd_sc_hd__buf_4, 13 x sky130_fd_sc_hd__mux2_2, 11 x sky130_fd_sc_hd__dfrtp_1" \
    coreArea_um2 12200 \
    grt.met2_usage_pct 5.15 \
    ys.flop_type "sky130_fd_sc_hd__dfrtp_1" \
    fin_worst_skew_ns 0 \
    inserted_diodes 0 \
    post_placement_worst_setup_slack_ns -0.679 \
    synth.lib_cells_used.distinct 11 \
    final_hold_viol_count 0 \
    floorplan.initialDensity_pct 12.8 \
    worstPathArrival_ns 0.99 \
    drt.antenna.violating_nets 0 \
    yosys.area.top_type_share_pct 64.4 \
    worst_ir_drop_vdd_v 0.000532 \
    slew_viol_final 0 \
    final.period_utilization_pct 103 \
    timing.setup.tns_ns -0.0790 \
    final_period_minus_worst_setup_slack_ns 1.23 \
    maximum_root_to_sink_buffer_count 2 \
    synth.yosys.seq_area_share_pct 19.4 \
    synth-warning-count 1 \
    largest_area_contributor_in_the_synthesized_netlist "sky130_fd_sc_hd__buf_4" \
    clockRootBuffer "sky130_fd_sc_hd__clkbuf_16" \
    violated_checks "setup timing" \
    chip_area_estimate_from_yosys_synthesis_um2 1550 \
    total_power_mw 1.84 \
    synth.ff_latch_count 12 \
    hold_ws_ns 0.230 \
    cp-end-kind "output port" \
    unrepaired_setup_endpoints_after_global_routing "true" \
    globalRoute.totalOverflow 0 \
    tritoncts "done" \
    syn-instance-count 174 \
    die_y_um 132 \
    seqCellArea_um2 302 \
    setup_slack_ns -0.0339 \
    tritoncts_num_sinks 12 \
    synth.avg_cell_area_um2 8.92 \
    gr-usage-all-layers_pct 4.15 \
    drt_drc_violations_left 0 \
    grt_start_max_net_pins 10 \
    grt.busiest_layer "met2" \
    path_clk_slew_ns 0.05 \
    fillCellCount 1374 \
    floorplan.rows 40 \
    setup_viol_count_final 4 \
    synth_dominant_cell_count "sky130_fd_sc_hd__buf_4" \
    power_leakage_nw 0.710 \
    drv_cap 0 \
    area_delta_synth_final_pct 0.645 \
    cpLargestDelayFamily "flip-flops" \
    comb_area_um2 407 \
    insertion_delay_ns 0.24 \
    setup.worst_path.class "reg2out" \
    grt_antenna_before_repair 0 \
    postLayoutCellArea_um2 1560 \
    status "finished with violations" \
    firstDrtPassIters 4 \
    cpPeakStageDelay_ns 0.38 \
    final_layout_size_suffix_gt1_share_pct 50.4 \
    yosys_cells 174 \
    route.detailed.wl_per_inst_um 13.6 \
    vias_in_the_first_global_route 956 \
    detailedPlacementHpwl_mm 3.07 \
    place_area_um2 1330 \
    max_freq_ghz 0.810 \
    critical_path.n_buffers_inverters 1 \
    worst_setup_path_startpoint "direction_register" \
    netlist_top_cells_area "sky130_fd_sc_hd__buf_4 64%, sky130_fd_sc_hd__dfrtp_1 18%, sky130_fd_sc_hd__mux2_2 9.4%" \
    die_x_um 132 \
    detailroute.via_count 757 \
    inserted_clock_buffers 3 \
]
## power breakdown
| group | switching (mW) | internal [mW] | leakage, nW |
|---|---|---|---|
| combinational | 0.149 | 0.465 | 0.525 |
| sequential | 0.0532 | 0.488 | 0.141 |
| clock | 0.184 | 0.504 | 0.0442 |
## kinds of logic after synthesis
family	share of synthesized area (%)
flip-flops	19.4
multiplexers	9.44
buffers and inverters	65.6
other	0.242
AND/OR/NAND/NOR	5.32
## registers in the layout (all words and copies together) (netlist names)
| signal | flops |
|---|---|
| direction_register | 1 |
| size_register | 11 |
## cells in the final DEF (no fill, tap or decap), types with 4 or more instances in the layout
cell type / n
sky130_fd_sc_hd__buf_6: 11
sky130_fd_sc_hd__buf_2: 5
sky130_fd_sc_hd__nor2b_4: 6
sky130_fd_sc_hd__mux2_4: 9
sky130_fd_sc_hd__clkdlybuf4s50_1: 12
sky130_fd_sc_hd__clkdlybuf4s15_1: 4
sky130_fd_sc_hd__buf_4: 10
sky130_fd_sc_hd__clkbuf_2: 7
sky130_fd_sc_hd__conb_1: 24
sky130_fd_sc_hd__dlygate4sd2_1: 6
sky130_fd_sc_hd__mux2_2: 4
sky130_fd_sc_hd__dfrtp_1: 11
## path summary, 6_finish.rpt
path,to,slack [ns],depth (start not counted)
min in group clk0,direction_register,0.47,3
max reg2reg,size_register[0],0.22,3
min reg2reg,size_register[3],0.53,1
max,avs_s0_readdata[0],-0.03,2
max in group asynchronous,size_register[6],0.57,3
min,size_register[9],0.23,2
## per-stage QoR
| step | std cells | util, % |
|---|---|---|
| after floorplan | 197 | - |
| after global placement | 281 | 10.9 |
| after detailed placement | 281 | 10.9 |
| after CTS | 290 | 12.3 |
| after global routing | 293 | 12.8 |
| final | 293 | 12.8 |
## cell type report
class                   instances  area share (%)
repair buffers                 59            35.3
inverters                       1           0.240
clock buffers                   4            5.69
flip-flops and latches         12            19.3
well taps                     168            13.5
multi-input cells              49            26.0
## routing by layer
| metal | wire, um | part of all wire [%] | up-vias |
|---|---|---|---|
| met2 | 1500 | 38 | 110 |
| li1 | - | - | 283 |
| met3 | 782 | 20 | 52 |
| met4 | 373 | 9.3 | 0 |
| met1 | 1330 | 33 | 312 |
| met5 | 0 | 0 | - |
## worst reg2reg max path, delay by kind of cell, from the launching register on
kind     cells  cell delay (ns)
flops        1             0.38
mux          1             0.25
buf+inv      2             0.24
## repair_timing
item	in CTS	in global routing
pin swaps	1	1
buffers inserted	7	3
setup endpoints to repair	34	25
endpoints found under the hold margin	0	0
gates resized	74	27
cloned	2	0
Power and IR drop assume default switching activity.
